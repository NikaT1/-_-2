File: ./run.sh
#!/bin/bash
# OpenROAD 26Q1-2900-gdf79404cd8, Yosys 0.63+post, stock flow scripts
make -C /OpenROAD-flow-scripts/flow DESIGN_CONFIG=/design/flow/config.mk WORK_HOME=/design/flow/orfs finish
File: ./config.mk
export PLATFORM = sky130hd
export DESIGN_NAME = func
export DESIGN_NICKNAME = func
export VERILOG_FILES = /design/flow/design.v
export SDC_FILE = /design/flow/constraint.sdc
export NUM_CORES = 4
export LEC_CHECK = 1
export CORE_UTILIZATION = 50
File: ./constraint.sdc
current_design func

set clk_period 8.7
set clk_io_pct 0.2

create_clock -name clk0 -period $clk_period [get_ports {clk_i}]

set non_clock_inputs [all_inputs -no_clocks]
set_input_delay [expr $clk_period * $clk_io_pct] -clock clk0 $non_clock_inputs
set_output_delay [expr $clk_period * $clk_io_pct] -clock clk0 [all_outputs]
File: ./design.v
`timescale 1ns / 1ps
module adder (           
        input [ 13 : 0 ] a_bi, 
        input [ 13 : 0 ] b_bi,         
        output [ 13 : 0 ] y_bo
    );
    assign y_bo = a_bi + b_bi; 
endmodule
`timescale 1ns / 1ps
module cbrt (        
        input clk_i,
        input rst_i,        
        input [ 7 : 0 ] a_bi,       
        input start_i,
        output [ 1 : 0 ] busy_o,   
        output reg [ 3 : 0 ] y_bo
    );
    localparam IDLE = 4'h0;
    localparam WORK_START_STEP = 4'h1;    
    localparam WORK_CALC_B_1 = 4'h2;  
    localparam WORK_CALC_B_2 = 4'h3;  
    localparam WORK_CALC_B_3 = 4'h4;  
    localparam WORK_CALC_B_4 = 4'h5;
    localparam WORK_CALC_B_5 = 4'h6;   
    localparam WORK_CHECK = 4'h7;  
    localparam WORK_SUB_RES = 4'h8; 
    reg signed [4:0] s;
    wire end_step;
    reg [7:0] x;
    reg [13:0] b, y, tmp1, tmp2;
    reg [3:0] state;
    reg   [7:0] mult1_a;
    reg   [7:0] mult1_b;
    wire [15:0] mult1_y;
    reg  mult1_start;
    wire  mult1_busy;
    mult mult1( .clk_i(clk_i), .rst_i(rst_i), .a_bi(mult1_a), .b_bi(mult1_b), .start_i(mult1_start), .busy_o(mult1_busy), .y_bo(mult1_y));
    reg [13:0] sum_a;
    reg [13:0] sum_b;
    wire [13:0] sum_y;
    adder adder1(.a_bi(sum_a), .b_bi(sum_b), .y_bo(sum_y));
    reg [13:0] sub_a;
    reg [13:0] sub_b;
    wire [13:0] sub_y;
    sub sub1(.a_bi(sub_a), .b_bi(sub_b), .y_bo(sub_y));
    assign end_step = (s == 'b11101);  
    assign busy_o = (state != IDLE);
    always @(posedge clk_i) begin
        if (rst_i) begin
            y_bo <= 0;
            s <= 0;
            mult1_start <= 0;
            state <= IDLE;
        end else begin
            case (state)
                IDLE:
                    begin
                        if (start_i) begin
                            y_bo <= 0; 
                            mult1_start <= 0;
                            state <= WORK_START_STEP;
                            x <= a_bi;
                            s <= 'd12;
                            y <= 0;
                        end
                    end
                WORK_START_STEP:
                    begin
                        if (end_step) begin
                            state <= IDLE;
                            y_bo <= y;
                        end else begin
                            y <= y << 1;
                            state <= WORK_CALC_B_1;
                        end
                    end  
                WORK_CALC_B_1:
                    begin 
                        tmp1 <= y << 1; 
                        sum_a <= y;
                        sum_b <= 1;
                        state <= WORK_CALC_B_2;
                    end
                WORK_CALC_B_2:
                    begin
                        tmp2 <= sum_y;
                        sum_a <= y;
                        sum_b <= tmp1;
                        state <= WORK_CALC_B_3;
                    end
                WORK_CALC_B_3:
                    begin
                        mult1_a <= sum_y;
                        mult1_b <= tmp2;
                        mult1_start <= 1;
                        state <= WORK_CALC_B_4;
                     end
                WORK_CALC_B_4:
                     begin
                        mult1_start <= 0;
                        if(~mult1_busy && ~mult1_start) begin  
                            sum_a <= mult1_y;
                            sum_b <= 1;
                            state <= WORK_CALC_B_5;
                        end
                    end
                WORK_CALC_B_5:
                     begin
                            b <= sum_y << s;
                            sub_a <= s;
                            sub_b <= 3;
                            state <= WORK_CHECK;
                      end
                WORK_CHECK:
                    begin
                        s <= sub_y;
                        if (x >= b) begin
                            sub_a <= x;
                            sub_b <= b;
                            y <= tmp2;
                            state <= WORK_SUB_RES;
                        end else begin
                            state <= WORK_START_STEP;
                        end
                    end
                WORK_SUB_RES:
                    begin
                        x <= sub_y;
                        state <= WORK_START_STEP;
                    end
            endcase
        end
    end
endmodule
`timescale 1ns / 1ps
module func (        
        input clk_i,
        input rst_i,        
        input [ 7 : 0 ] a_bi,    
        input [ 7 : 0 ] b_bi,    
        input start_i,
        output [ 1 : 0 ] busy_o,   
        output reg [ 4 : 0 ] y_bo
    );
    localparam IDLE = 3'h0;
    localparam WORK_CALC_B = 3'h1;    
    localparam WORK_CALC_SUM = 3'h2;  
    localparam WORK_CALC_SQRT = 3'h3;  
    localparam WORK_CALC_END = 3'h4;  
    reg [7:0] a;
    reg [7:0] b;
    reg [2:0] state;
    reg  [9:0] sqrt_a;
    wire [4:0] sqrt_y;
    reg  sqrt_start;
    wire  sqrt_busy;
    sqrt sqrt1( .clk_i(clk_i), .rst_i(rst_i), .a_bi(sqrt_a), .start_i(sqrt_start), .busy_o(sqrt_busy), .y_bo(sqrt_y));
    reg   [7:0] cbrt_a;
    wire [3:0] cbrt_y;
    reg  cbrt_start;
    wire  cbrt_busy;
    cbrt cbrt1( .clk_i(clk_i), .rst_i(rst_i), .a_bi(cbrt_a), .start_i(cbrt_start), .busy_o(cbrt_busy), .y_bo(cbrt_y));
    reg [13:0] sum_a;
    reg [13:0] sum_b;
    wire [13:0] sum_y;
    adder adder1(.a_bi(sum_a), .b_bi(sum_b), .y_bo(sum_y));
    assign busy_o = (state != IDLE);
    always @(posedge clk_i) begin
        if (rst_i) begin
            y_bo <= 0;
            cbrt_start <= 0;
            sqrt_start <= 0;
            state <= IDLE;
        end else begin
            case (state)
                IDLE:
                    begin
                        if (start_i) begin
                            y_bo <= 0; 
                            cbrt_start <= 0;
                            sqrt_start <= 0;
                            state <= WORK_CALC_B;
                            a <= a_bi;
                            b <= b_bi;
                            sum_a <= 0;
                        end
                    end
                WORK_CALC_B:
                    begin
                        cbrt_a <= b_bi;
                        cbrt_start <= 1;
                        state <= WORK_CALC_SUM;
                    end  
                WORK_CALC_SUM:
                    begin 
                        cbrt_start <= 0;
                        if(~cbrt_busy && ~cbrt_start) begin  
                            sum_a <= sum_a | cbrt_y;
                            sum_b <= a;
                            state <= WORK_CALC_SQRT;
                        end
                    end
                WORK_CALC_SQRT:
                    begin
                        sqrt_a <= sum_y;
                        sqrt_start <= 1;
                        state <= WORK_CALC_END;
                    end
                WORK_CALC_END:
                    begin
                        sqrt_start <= 0;
                        if(~sqrt_busy && ~sqrt_start) begin  
                            y_bo <= sqrt_y;
                            state <= IDLE;
                        end
                     end
            endcase
        end
    end
endmodule
`timescale 1ns / 1ps
module mult (        
        input clk_i,
        input rst_i,        
        input [ 7 : 0 ] a_bi,
        input [ 7 : 0 ] b_bi,        
        input start_i,
        output busy_o,        
        output reg [ 15 : 0 ] y_bo
    );
    localparam IDLE = 1'b0;
    localparam WORK = 1'b1;    
    reg [2:0] ctr;
    wire [2:0] end_step;    
    wire [7:0] part_sum;
    wire [15:0] shifted_part_sum;    
    reg [7:0] a, b;
    reg [15:0] part_res;    
    reg state;
    assign part_sum = a&{8{b[ctr]}};    
    assign shifted_part_sum = part_sum << ctr;
    assign end_step = (ctr == 3'h7);    
    assign busy_o = state;
    always @(posedge clk_i)
        if (rst_i) begin            
            ctr <= 0;
            part_res <= 0;            
            y_bo <= 0;
            state <= IDLE;        
        end else begin
            case (state)                
                IDLE :
                    if (start_i) begin                        
                        state <= WORK;
                        a <= a_bi;                        
                        b <= b_bi;
                        ctr <= 0;                        
                        part_res <= 0;
                    end                
                WORK:
                    begin                        
                        if (end_step) begin
                            state <= IDLE;                            
                            y_bo <= part_res;
                        end                        
                        part_res <= part_res + shifted_part_sum;
                        ctr <= ctr + 1;                    
                    end
            endcase  
        end
endmodule
`timescale 1ns / 1ps
module sqrt (        
        input clk_i,
        input rst_i,        
        input [ 9 : 0 ] a_bi,       
        input start_i,
        output [ 1 : 0 ] busy_o,   
        output reg [ 4 : 0 ] y_bo
    );
    localparam IDLE = 2'h0;
    localparam WORK_CALC = 2'h1;    
    localparam WORK_COLLECT = 2'h2;  
    reg [8:0] ctr;  
    wire end_step = (ctr == 0);   
    reg [9:0] part_res;  
    reg [9:0] b;   
    reg [9:0] a;  
    reg [1:0] state;
    reg [13:0] sub_a;
    reg [13:0] sub_b;
    wire [13:0] sub_y;
    sub sub1(.a_bi(sub_a), .b_bi(sub_b), .y_bo(sub_y));
    wire a_more_than_b = (a >= sub_b); 
    assign busy_o = (state != IDLE);
    always @(posedge clk_i)
        if (rst_i) begin            
            ctr <= 0;
            part_res <= 0;            
            y_bo <= 0;
            state <= IDLE;        
        end else begin
            case (state)                
                IDLE :
                    if (start_i) begin                        
                        state <= WORK_CALC;
                        a <= a_bi;    
                        ctr <= 1 << 8;                        
                        part_res <= 0;
                    end                
                WORK_CALC:
                    begin                        
                        if (end_step) begin
                            state <= IDLE;                            
                            y_bo <= part_res[4:0];
                        end else begin 
                            state <= WORK_COLLECT;                       
                            part_res <= part_res >> 1;
                            sub_b <= part_res | ctr;
                            sub_a <= a;
                        end                   
                    end
                 WORK_COLLECT:
                    begin                        
                        if (a_more_than_b) begin
                            a <= sub_y;                        
                            part_res <= part_res | ctr;
                        end 
                        b <= sub_b;
                        state <= WORK_CALC;                       
                        ctr <= ctr >> 2;               
                    end
            endcase  
        end
endmodule
`timescale 1ns / 1ps
module sub (           
        input [ 13 : 0 ] a_bi, 
        input [ 13 : 0 ] b_bi,         
        output [ 13 : 0 ] y_bo
    );
    assign y_bo = a_bi - b_bi; 
endmodule
==> out/qor.txt <==
total routing usage reported by global routing: 0.227
initial antenna violation count: 0
clock tree buffer depth: 3
global-route wire length before repair: 46300 um
Late-Pin Clk Latency: 0.56 ns
number of buffers created by CTS: 31
type of the worst setup path: reg -> reg
accumulated negative setup slack: 0 ns
Routability Congestion: 0.900
average size of a mapped cell: 11.3 um^2
worst-margin pin slew: 0.782 ns
number of fillers in the final layout: 2192
MaxCap Viol Count: 0
ANT nets after route: 0
crit path DRT: 9.17 ns
post-CTS setup repair buffer count: 0
OpenROAD warning count: 28
# IOs: 26
clock transition at the register clock pins on the worst setup and hold paths after CTS: 0.06 ns
largest clock skew in the final design: 0.0134 ns
share of the clock period used by the worst path after layout: 0.468
RSZ-0062 raised after global routing: no
power consumption: 3.51 mW
final setup violating endpoints: 0
count of library flops with an enable pin: 205
fmax: 246 MHz
compound-gate portion of the synthesized area: 0.130
count of cells along the worst hold path: 0
Final Max Slew Viols: 0
number of distinct library cell variants in the gate-level netlist after synthesis: 78
Reg-to-Reg End: cbrt1.mult1.part_res[13]
# resized after CTS: 0
floorplan core density: 0.510
clock tree from TritonCTS: yes
diodes inserted: 0
detail-routed via count per cell: 5.60
kind of cell adding the most delay to the critical path: AND-OR/OR-AND gates
share of flip-flops with an asynchronous set or reset: 0
most frequent cells in the layout: sky130_fd_sc_hd__edfxtp_1 (205), sky130_fd_sc_hd__nand2_1 (114), sky130_fd_sc_hd__nor2_1 (114), sky130_fd_sc_hd__a21oi_1 (94), sky130_fd_sc_hd__dfxtp_1 (77)
DRC violations left: 0
mux share: 0.0430
final critical delay including setup and external delays: 4.07 ns
IR Drop Worst-Case VDD: 0.156 mV
cell type with the highest occurrence count on the critical path: sky130_fd_sc_hd__a21oi_1
adder-cell share of the synthesized area: 0.0701
status: complete, no violations
kind of end point of the critical path: register
power density over the cells: 227 nW/um^2
TritonCTS Sinks: 282
number of synthesized register bits: 282
largest net degree at the start of global routing: 74
number of vias in the routed layout: 9011
length of the first detailed-routing pass in iterations: 5
leakage component of the power: 5.75 nW
count of routing violations after the opening detailed-route iteration: 547
fraction of layout instances using a drive strength above 1: 0.121
dominant kind of combinational cell: simple AND/OR/NAND/NOR gates
y dimension of the die: 168 um
I/O Buffers: 24
# rows: 60
final core area utilization: 0.575
maximum fanout along the worst path: 16
Slowest cell on crit path: sky130_fd_sc_hd__dfxtp_1
via count of the first global-routing pass: 8574
overflow left after global routing: 0
post-synth design cell area: 13700 um^2
Worst Setup Start Kind: register
Area Overhead vs Synth: 12.8%
H-tree depth: 1
xor+xnor area frac: 0.0285
number of hold buffers added after cts: 0
count of final hold-check violations: 0
Min-Delay Path Class: reg -> reg
most frequently placed logic cell in the final layout: sky130_fd_sc_hd__edfxtp_1
Simple-Gate Area Share: 0.133
hold-critical path endpoint: sum_b[1]
Cells after Synth: 1220
post-synth area from yosys stat: 13700 um^2
Die Outline Area: 28200 um^2
Yosys warnings: 6
core region area: 27000 um^2
launch point of the critical path: cbrt1.mult1.ctr[0]
average routed wire per standard cell: 18.0 um
Met1 Routed Length: 14100 um
Buf/Inv on CP: 0
worst reg2reg startpoint: cbrt1.mult1.ctr[0]
number of cells in Yosys stat: 1220
highest metal used: met4
root buffer cell: sky130_fd_sc_hd__clkbuf_16
series of cell instances along the critical path: mux4_2 -> nand2_1 -> and2_1 -> nor2_1 -> ha_1 -> a2111oi_0 -> o21ai_0 -> a221oi_1 -> a21oi_1 -> xor2_1 -> mux2_2 -> a21oi_1
register share after synthesis: 0.560
Register-to-Register Setup Slack: 4.63 ns
number of cell instances on the worst register-to-register path: 12
hold_ws: 0.414 ns
worst min-delay path startpoint: a[1]
dominant synthesized flop cell: sky130_fd_sc_hd__edfxtp_1
wire length on met2: 12500 um
peak per-stage delay on the critical path: 0.73 ns
post-detail-place hpwl: 20400 um
die width: 168 um
wire length reported by the detailed router: 29000 um
data arrival at the endpoint of the critical path: 4.54 ns
routed wl met3: 1600 um
headroom to the max-slew limit: 0.479
report_power, final:
group          switching [mW]  leakage [nW]  total, mW  internal (mW)
combinational           0.288          2.74      0.476          0.188
sequential             0.0588          2.47       1.60           1.55
clock                   0.557         0.545       1.43          0.876
total                   0.903          5.75       3.51           2.61
per-stage QoR:
stage / setup WS (ns) / instances / area, um^2
after CTS: 4.63 / 1610 / 15500
after global routing: 4.11 / 1610 / 15500
after floorplan: 3.99 / 1220 / 13700
after detailed placement: 4.63 / 1552 / 14400
final: 4.63 / 1610 / 15500
after global placement: 4.69 / 1552 / 14400
worst max-delay path by stage:
stage,end,slack (ns),depth (start not counted)
after CTS,cbrt1.mult1.part_res[13],4.63,12
after global routing,cbrt1.mult1.part_res[13],4.11,14
final,cbrt1.mult1.part_res[13],4.63,12
kinds of logic after synthesis:
group	Yosys count
and+or+nand+nor	387
DFF	282
AOI/OAI and AO/OA	273
buffers and inverters	115
adders and majority gates	74
muxes	48
xor gates and xnor gates	40
other	1
synthesized netlist by cell type (5+ instances only):
cell / n / area, um^2
sky130_fd_sc_hd__mux4_2: 5 / 113
sky130_fd_sc_hd__and3_1: 6 / 37.5
sky130_fd_sc_hd__mux2_2: 25 / 282
sky130_fd_sc_hd__nor3b_1: 13 / 97.6
sky130_fd_sc_hd__nand3_1: 16 / 80.1
sky130_fd_sc_hd__edfxtp_1: 205 / 6160
sky130_fd_sc_hd__nand2b_1: 15 / 93.8
sky130_fd_sc_hd__xor2_1: 14 / 123
sky130_fd_sc_hd__clkbuf_1: 44 / 165
sky130_fd_sc_hd__o21ai_0: 51 / 255
sky130_fd_sc_hd__nand2_1: 114 / 428
sky130_fd_sc_hd__fa_1: 5 / 100
sky130_fd_sc_hd__xnor2_1: 22 / 193
sky130_fd_sc_hd__a31oi_1: 7 / 43.8
sky130_fd_sc_hd__nand4_1: 13 / 81.3
sky130_fd_sc_hd__o21a_1: 5 / 37.5
sky130_fd_sc_hd__a22o_1: 9 / 78.8
sky130_fd_sc_hd__and2_1: 23 / 144
sky130_fd_sc_hd__a221oi_1: 5 / 43.8
sky130_fd_sc_hd__a21o_1: 24 / 180
sky130_fd_sc_hd__o22ai_1: 5 / 31.3
sky130_fd_sc_hd__nor4_1: 5 / 31.3
sky130_fd_sc_hd__nor2b_1: 9 / 56.3
sky130_fd_sc_hd__a21boi_0: 7 / 52.6
sky130_fd_sc_hd__a21oi_1: 94 / 470
sky130_fd_sc_hd__mux2i_1: 17 / 170
sky130_fd_sc_hd__nor3_1: 30 / 150
sky130_fd_sc_hd__inv_1: 58 / 218
sky130_fd_sc_hd__or3_1: 5 / 31.3
sky130_fd_sc_hd__ha_1: 69 / 863
sky130_fd_sc_hd__a211oi_1: 13 / 97.6
sky130_fd_sc_hd__nor2_1: 115 / 432
sky130_fd_sc_hd__dfxtp_1: 77 / 1540
sky130_fd_sc_hd__a22oi_1: 11 / 82.6
sky130_fd_sc_hd__o21bai_1: 7 / 52.6
sky130_fd_sc_hd__or2_2: 11 / 68.8
state kept, by name, summed over array words and instances (netlist names), 9 cells and up:
| name | cells |
|---|---|
| cbrt1.mult1.y_bo | 14 |
| sqrt1.sub_a | 10 |
| cbrt1.tmp2 | 14 |
| cbrt1.y | 14 |
| cbrt1.sum_a | 14 |
| sqrt1.part_res | 9 |
| cbrt1.sum_b | 14 |
| sqrt1.sub_b | 9 |
| sqrt1.a | 10 |
| cbrt1.tmp1 | 13 |
| sqrt_a | 9 |
| cbrt1.b | 14 |
| cbrt1.mult1.part_res | 14 |
per-layer routing:
metal / up-vias / track usage
met3: 40 / 0.0517
met5: - / 0
li1: 4486 / -
met1: 4283 / 0.392
met2: 202 / 0.319
met4: 0 / 0.0538
final cells by class:
| class | instances | area, um^2 | share of cell area |
|---|---|---|---|
| Sequential cell | 282 | 7700 | 0.496 |
| Tap cell | 341 | 427 | 0.0275 |
| Clock inverter | 26 | 350 | 0.0226 |
| Inverter | 60 | 225 | 0.0145 |
| Multi-Input combinational cell | 823 | 5610 | 0.362 |
| Clock buffer | 32 | 790 | 0.0509 |
| Timing Repair Buffer | 46 | 403 | 0.0260 |
Power is estimated from default activity; no workload was simulated.
